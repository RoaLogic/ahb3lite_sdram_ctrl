==> design.v <==
package sdram_ctrl_pkg;
  typedef enum logic [4:0] {
    CMD_DESL = 5'b11xxx,          
    CMD_NOP  = 5'b10111,          
    CMD_BST  = 5'b10110,          
    CMD_RD   = 5'b10101,          
    CMD_WR   = 5'b10100,          
    CMD_ACT  = 5'b10011,          
    CMD_PRE  = 5'b10010,          
    CMD_REF  = 5'b10001,          
    CMD_SELF = 5'b00001,          
    CMD_MRS  = 5'b10000           
  } sdram_cmds_t;
  typedef struct packed {
    logic       ena;        
    logic       init_done;  
    logic [1:0] mode;       
    logic       pp;         
    logic       reserved26;
    logic       reserved25;
    logic       burst_size; 
    logic [1:0] rows;       
    logic [1:0] cols;       
    logic       iam;        
    logic       ap;         
    logic [1:0] dqsize;     
    logic [15:4] reserved15_4;
    logic [ 3:0] writebuffer_timeout;  
  } csr_ctrl_t;
  typedef struct packed {
    logic [ 1:0] reserved31_29;
    logic [ 2:0] tRDV;      
    logic        btac;      
    logic        reserved26;
    logic [ 1:0] cl;        
    logic [ 2:0] tRRD;      
    logic [ 2:0] tWR;       
    logic [ 2:0] tRP;       
    logic [ 2:0] tRCD;      
    logic [ 3:0] tRAS;      
    logic [ 3:0] tRC;       
    logic [ 3:0] tRFC;      
  } csr_timing_t;
  typedef struct packed {
    csr_ctrl_t   ctrl;
    csr_timing_t timing;
    logic [15:0] tREF;   
  } csr_t;
  localparam BANK_STATUS_IDLE       = 1'b0;
  localparam BANK_STATUS_ACTIVE     = 1'b1;
  localparam BANK_STATUS_ALL_IDLE   = 4'h0;
  localparam BANK_STATUS_ALL_ACTIVE = 4'hf;
endpackage
module mesochronous_synchronizer
#(
  parameter int DATA_SIZE       = 32,
  parameter     REGISTERED_OUTPUT = "NO"
)
(
  input  logic                  wrrst_ni,
  input  logic                  wrclk_i,
  input  logic [DATA_SIZE -1:0] d_i,
  input  logic                  rdrst_ni,
  input  logic                  rdclk_i,
  output logic [DATA_SIZE -1:0] q_o
);
  logic [DATA_SIZE -1:0] memory [2];
  logic                  wrptr, rdptr;
  always @(posedge wrclk_i, negedge wrrst_ni)
    if      (!wrrst_ni) wrptr <= 1'b0;
    else if ( wrptr   ) wrptr <= 1'b0;
    else                wrptr <= 1'b1;
  always @(posedge wrclk_i)
    memory[wrptr] <= d_i;
  always @(posedge rdclk_i, negedge rdrst_ni)
    if      (!rdrst_ni) rdptr <= 1'b1;
    else if ( rdptr   ) rdptr <= 1'b0;
    else                rdptr <= 1'b1;
generate
if (REGISTERED_OUTPUT != "NO")
  always @(posedge rdclk_i)
    q_o <= memory[rdptr];
else
  assign q_o = memory[rdptr];
endgenerate
endmodule : mesochronous_synchronizer
==> run.sh <==
#!/bin/bash
# OpenROAD 26Q1-2900-gdf79404cd8, Yosys 0.63+post, stock flow scripts
make -C /OpenROAD-flow-scripts/flow DESIGN_CONFIG=/design/flow/config.mk WORK_HOME=/design/flow/orfs finish
==> config.mk <==
export PLATFORM = sky130hd
export DESIGN_NAME = mesochronous_synchronizer
export DESIGN_NICKNAME = mesochronous_synchronizer
export VERILOG_FILES = /design/flow/design.v
export SDC_FILE = /design/flow/constraint.sdc
export NUM_CORES = 4
export LEC_CHECK = 1
export CORE_UTILIZATION = 40
==> constraint.sdc <==
current_design mesochronous_synchronizer

set clk_period 3.1
set clk_io_pct 0.2

create_clock -name clk0 -period $clk_period [get_ports {rdclk_i}]
create_clock -name clk1 -period $clk_period [get_ports {wrclk_i}]

set non_clock_inputs [all_inputs -no_clocks]
set_input_delay [expr $clk_period * $clk_io_pct] -clock clk0 $non_clock_inputs
set_output_delay [expr $clk_period * $clk_io_pct] -clock clk0 [all_outputs]
==> run notes <==
Flow results.

- Nets still carrying antenna violations after routing amount to 0.
- The chip footprint is ~0.0066 mm².
- The start point of the critical path is rdptr.
- The number of top-level design ports is 68.
- The count of endpoints failing hold in the final timing report is 0.
- The number of warning messages in the logs is 27.
- The switching power as a share of total power is about 16%.
- The data required time reported for the critical path is 2.48 ns.
- The clock-pin slew on the worst setup and hold paths is about 0.06 ns.
- Global routing finished with a remaining overflow of 0.
- The tally of buffers added on design ports is roughly 66.
- The finished layout reports a core utilization of between 50% and 60%.
- The detailed placement HPWL is 2340 µm.
- The row count is 28.
- From bottom edge to top edge, the die measures approximately 81 µm.
- After clock tree synthesis, the repair step resized 0 gates.
- The number of cells on the worst reg-to-reg path is 2.
- In the log, the iteration count for the first detailed-route pass is 3.
- The script parses the final routing iteration and logs DRC violations as 0.
- The die boundary width is ~80 µm.
- The number of global-route vias before repair is ~1200.
- The startpoint identified for the worst register-to-register timing path is wrptr.
- Entering global routing, the biggest net connects 33 pins.
- The critical path launch point type is a register.
- The total via count in the routed design is 1174.
- The synthesis-stage register bit count is roughly 66.
- The final layout contains routed wiring with a total length of 3540 µm.
- Global routing used about 13% of the available tracks across all layers.
- The setup skew after layout is 0.00529 ns.
- After synthesis, the chip area reported by Yosys is 0.00252 mm².
- The path category of the worst min-delay check is in2async.
- The aggregate negative setup slack is 0 ns.
- The post-synth count of flops with an enable pin is 64.
- The share of total power dissipated in sequential elements is between 50% and 60%.
- The antenna diode instance count is 0.
- STA classifies the critical path endpoint as a primary output.
- The first global-routing pass estimated between 5000 and 6000 µm of wire.
- The register area share after synthesis is roughly four fifths.
- The standard cell with the maximum stage delay on the critical path is sky130_fd_sc_hd__dfstp_2.
- The leakage power summed over all cells is between 1 and 1.5 nW.
- The combinational group share of total power is 2.7%.
- The area share of the largest cell type after synthesis is between 70% and 80%.
- The cell at the root of the clock tree is sky130_fd_sc_hd__clkbuf_8.
- The final number of max-transition violations is 0.
- The number of maximum-capacitance violations recorded for the run is 0.
- The library cell occupying the most area in the post-synthesis netlist is sky130_fd_sc_hd__edfxtp_1.
- The initial antenna violation count is 0.
- Setup repair after global routing left no endpoint under its margin.
- The end-of-flow timing check tallies setup violations at 0.
- The worst register-to-register path ends at memory[0][25].
- The clock share of power is 41.7%.
- The maximum level of the CTS H-tree is 3.
- Once the floorplan was initialized, standard cells occupied ~42% of the core.
- At the pin with the least slew margin, the transition time is between 0.6 and 0.7 ns.
- The most frequent cell after synthesis is sky130_fd_sc_hd__edfxtp_1.
- The cell sequence reported for the critical path is buf_4 -> mux2_2 -> clkdlybuf4s50_1.
- For this run, asynchronously set or reset flops after synthesis account for under 10%.
- Data arrives at the worst endpoint at approximately 1.6 ns.
- The worst setup path category is reg2out.
- Per the OpenROAD floorplan log, the area of the core is 0.00599 mm².
- The number of buffers created by CTS is 9.
- The run finished with clean final reports.
- Buffers inserted to repair hold after CTS numbered 0.
- For this design the total switching power over the nets is 288 µW.
- Per the synth stats, the flop cell with the highest instance count is sky130_fd_sc_hd__edfxtp_1.
- Per the Yosys statistics, synthesis produced between 100 and 150 cells.
- Of the cells placed in the final design, the portion with a size suffix greater than 1 is around 28%.
- The peak fanout along the critical path is 17.
- Per STA, the highest per-stage delay on the worst path measures approximately 0.5 ns.
- The relative max-transition margin is 56.5%.
- At the end of routability-driven placement, the weighted congestion stood at about 0.69.
- In the synthesized netlist, the cells that appear most often are sky130_fd_sc_hd__edfxtp_1, sky130_fd_sc_hd__mux2_4, sky130_fd_sc_hd__buf_12, sky130_fd_sc_hd__mux2_2, sky130_fd_sc_hd__inv_1.
- Warnings reported by Yosys during synthesis add up to 1.
- The power per cell area is around 520 mW/mm².
- Relative to the synthesized area, the layout overhead comes to 37.3%.
- The average wire per standard cell is approximately 14 µm.
- The first-iteration detailed-routing DRC count is roughly 40.
- The largest voltage drop on the vdd net is ~0.34 mV.
- The TritonCTS clock tree is yes.
- Yosys attributes the largest share of cell area to sky130_fd_sc_hd__edfxtp_1, sky130_fd_sc_hd__mux2_4, sky130_fd_sc_hd__buf_12.
- The worst-case register-to-register setup slack is about 1.5 ns.
- The cell count after synthesis is 104.
- The number of distinct library cell variants in the gate-level netlist after synthesis is 8.
- Per the post-synthesis stats, the area per cell is ~24 µm².
- In the power breakdown, the internal column shows ~1.5 mW.
- The maximum clock insertion buffer count is 2.
- Per the detail_route report, vias per standard cell equal 4.50.
- The synthesized area is 0.00252 mm².
- The number of buffers added for setup after CTS is 0.
[through the flow]
stage	std cells	total power [mW]	worst slack (ns)	instance area, µm²	hold slack, ns
global placement	245	1.07	0.898	3230	0.685
detailed placement	245	1.07	0.900	3230	0.690
floorplan	104	1.02	1.01	2520	0.324
CTS	261	1.83	0.891	3460	0.418
global route	261	1.87	0.860	3460	0.416
finish	261	1.81	0.907	3460	0.433
[registers in the layout (all words and copies together) (netlist names)]
| register | count |
|---|---|
| rdptr | 1 |
| memory | 64 |
| wrptr | 1 |
[cell usage in the layout (no fill, tap or decap)]
master | synthesis | final
sky130_fd_sc_hd__clkbuf_8 | 0 | 14
sky130_fd_sc_hd__buf_4 | 0 | 4
sky130_fd_sc_hd__mux2_2 | 3 | 3
sky130_fd_sc_hd__inv_1 | 2 | 2
sky130_fd_sc_hd__clkbuf_1 | 0 | 1
sky130_fd_sc_hd__bufinv_16 | 0 | 1
sky130_fd_sc_hd__dfrtp_1 | 1 | 1
sky130_fd_sc_hd__edfxtp_1 | 64 | 64
sky130_fd_sc_hd__dfstp_2 | 1 | 1
sky130_fd_sc_hd__clkdlybuf4s50_1 | 0 | 66
sky130_fd_sc_hd__mux2_4 | 29 | 29
[layer usage]
| layer | part of all wire (%) | track usage [%] | vias up |
|---|---|---|---|
| li1 | - | - | 562 |
| met4 | 2.3 | 2.86 | 0 |
| met3 | 7.6 | 4.79 | 10 |
| met5 | 0 | 0 | - |
| met1 | 43 | 19.5 | 554 |
| met2 | 47 | 18.7 | 48 |
[area by class of cell]
class                           instances  area [µm²]
Timing Repair Buffer                   70         691
Fill cell                             446        2530
Multi-Input combinational cell         32         469
Inverter                                2        7.51
Tap cell                               75        93.8
Clock buffer                           15         196
Sequential cell                        66        1970
Clock inverter                          1        30.0
[cell families (layout without fill, tap and decap cells)]
family	Yosys count	count (layout)	share of synthesized area (%)
flops	66	66	78.3
mux	32	32	18.6
buf+inv	6	88	3.13
[worst max-delay path: cells and delay by family (launching register included)]
family	cells	cell delay, ns
mux	1	0.38
flops	1	0.50
buf+inv	2	0.69
[how the worst max path moves through the flow]
stage	end	slack, ns	depth (start not counted)
CTS	q_o[31]	0.89	3
global route	q_o[31]	0.86	3
finish	q_o[0]	0.91	3
[power groups by stage]
stage	Clock [mW]	Sequential (mW)	Combinational (mW)
6_report	0.754	1.00	0.0489
5_1_grt	0.811	1.01	0.0528
4_1_cts	0.778	1.01	0.0498
Power is estimated from default activity; no workload was simulated.
